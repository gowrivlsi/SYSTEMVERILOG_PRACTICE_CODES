==> /design/flow/design.v <==
interface dram_intf(input clk,rst);
    logic [7:0]d_in,d_out;
    logic wren,refresh;
    logic [2:0] addr;
        modport tb(input clk,rst,d_out, input addr,d_in,wren,refresh);
endinterface
interface sram_intf(input clk,rst);
    logic [7:0] d_in;
    logic [2:0] addr;
    logic [7:0] d_out;
    logic wren,rden;
    modport dut(input clk,rst,addr,d_in,wren,rden, output d_out);
    modport tb(input d_out, output clk,rst,addr,d_in,wren,rden);
endinterface
module sram_dut(
                  input clk,rst,
                  input wren,rden,
                  input [2:0] addr,
                  input [7:0] d_in,
                  output reg [7:0] d_out
                );
    reg [7:0] mem [7:0];
    always @(posedge clk or negedge rst)
        begin
            if(!rst)
                begin
                    d_out <= 8'd0;
                    for(int i = 0; i<8; i++)
                        mem[i] <= 8'd0;
                end
            else begin
                    if (wren) begin
                        mem[addr] <= d_in;
                        end
                     if (rden) begin
                        d_out <= mem[addr];
                        end
                 end
       end
endmodule
==> /design/flow/run.sh <==
#!/bin/bash
# OpenROAD 26Q1-2900-gdf79404cd8, Yosys 0.63+post, stock flow scripts
make -C /OpenROAD-flow-scripts/flow DESIGN_CONFIG=/design/flow/config.mk WORK_HOME=/design/flow/orfs finish
==> /design/flow/config.mk <==
export PLATFORM = sky130hd
export DESIGN_NAME = sram_dut
export DESIGN_NICKNAME = sram_dut
export VERILOG_FILES = /design/flow/design.v
export SDC_FILE = /design/flow/constraint.sdc
export NUM_CORES = 4
export LEC_CHECK = 1
export CORE_UTILIZATION = 30
==> /design/flow/constraint.sdc <==
current_design sram_dut

set clk_period 1.7
set clk_io_pct 0.2

create_clock -name clk0 -period $clk_period [get_ports {clk}]

set non_clock_inputs [all_inputs -no_clocks]
set_input_delay [expr $clk_period * $clk_io_pct] -clock clk0 $non_clock_inputs
set_output_delay [expr $clk_period * $clk_io_pct] -clock clk0 [all_outputs]
==> impl_metrics.env <==
# flow metrics
export IMPL_outcome="finished, final reports clean"
export IMPL_num_rows=38
export IMPL_ys_flops=72
export IMPL_core_um2=10900
export IMPL_crit_path_max_fanout=11
export IMPL_final_layout_top_logic_cell="dfrtp_1"
export IMPL_n_fill_cell=1011
export IMPL_route_detailed_drc=0
export IMPL_end_kind="flop"
export IMPL_grt_max_degree=29
export IMPL_power_share_clock=0.382
export IMPL_cp_arrival_ns=1.84
export IMPL_p_leak_nw=1.88
export IMPL_timing_hold_ws_ns=0.488
export IMPL_fp_dieW_um=108
export IMPL_insertion_delay_ns=0.32
export IMPL_overflow=0
export IMPL_hold_violations=0
export IMPL_min_from="mem[1][0]"
export IMPL_numCtsBuffers=9
export IMPL_internal_power_mw=4.00
export IMPL_routed_wl_mm=7.62
export IMPL_postPlaceCellArea_um2=3920
export IMPL_dp_slack_ns=-0.444
export IMPL_syn_to_final_growth_pct=28.1
export IMPL_cts_sinks=72
export IMPL_ys_cells=273
export IMPL_crit_start="addr[0]"
export IMPL_root_buffer="clkbuf_16"
export IMPL_ys_seq_share=0.530
export IMPL_r2r_start="d_out[1]"
export IMPL_crit_type="input pin to flop"
export IMPL_async_reset_ff_frac=1.00
export IMPL_synthCells=273
export IMPL_critPathLaunchType="input pin"
export IMPL_warning_count=26
export IMPL_finalClockPeriodUsage=0.970
export IMPL_h_tree_depth=3
export IMPL_fin_area_um2=4360
export IMPL_combPwrFrac=0.183
export IMPL_setup_viol=0
export IMPL_worstMarginPinSlew_ns=0.424
export IMPL_finalPower_mw=5.27
export IMPL_clockBufferDepth=2
export IMPL_dpl_hpwl_mm=5.34
export IMPL_first_iter_violations=84
export IMPL_lay_top_cells="dfrtp_1 (72), mux2_2 (62), nor2_1 (23)"
export IMPL_netlist_area_um2=3400
export IMPL_grt_pass1_wl_mm=12.4
export IMPL_vias=2285
export IMPL_die_area_um2=11800
export IMPL_ios=23
export IMPL_wl_per_cell_um=16.5
export IMPL_flop_cell="dfrtp_1"
export IMPL_ant_nets=0
export IMPL_skew_ns=0.00484
export IMPL_power_per_cell_area_nw_per_um2=1210
export IMPL_ir_worst_vdd_uv=544
export IMPL_diodes=0
export IMPL_clk_pin_slew_worst_paths_ns=0.05
export IMPL_hold_path_class="flop to flop"
export IMPL_rsz0062_at_grt="true"
export IMPL_synth_chip_area_um2=3400
export IMPL_slew_headroom=0.710
export IMPL_antenna_found_initial=0
export IMPL_ys_types=31
export IMPL_edf_count=0
export IMPL_initCoreUtil=0.311
export IMPL_cap_violations=0
export IMPL_cts_tree="built"
export IMPL_switchingPower_mw=1.27
export IMPL_synth_warnings=2
export IMPL_pwr_share_seq=0.436
export IMPL_switching_share=0.241
export IMPL_min_period_ns=1.65
export IMPL_slew_violations=0
export IMPL_avgSynthCellArea_um2=12.5
export IMPL_portBuffers=22
export IMPL_post_drt_via_cell_ratio=4.94
export IMPL_layout_drive_gt1_share=0.387
export IMPL_max_freq_ghz=0.606
export IMPL_grt_pass1_vias=2321
export IMPL_grt_usage=0.143
export IMPL_critical_path_required_ns=1.89
export IMPL_drt_pass1_iter_count=4
export IMPL_worst_slack_ns=0.0509
export IMPL_place_congestion=0.796
export IMPL_dieHeight_um=108
-- routing by layer --
| metal | global-route usage | share of wire |
|---|---|---|
| met2 | 0.224 | 0.46 |
| met3 | 0.0282 | 0.029 |
| met1 | 0.213 | 0.48 |
| met4 | 0.0261 | 0.024 |
| met5 | 0 | 0 |
-- critical path, stage by stage --
cell,delay (ns)
clkdlybuf4s50_1,0.57
buf_6,0.19
mux2_2,0.34
a22o_1,0.22
nand2_1,0.10
a221oi_2,0.07
-- area by class of cell --
cell class	count	area, um2	share of cell area
flip-flops and latches	72	1800	0.414
clock buffers	11	243	0.0557
multi-input cells	175	1510	0.347
repair buffers	51	512	0.117
inverters	9	33.8	0.00775
clock inverters	5	80.1	0.0184
well taps	140	175	0.0402
-- cells in the mapped netlist, types with 2 or more instances --
cell type / n / area, um2
mux2i_1: 9 / 90.1
nor2_4: 2 / 22.5
a221oi_1: 7 / 61.3
inv_1: 9 / 33.8
a22o_1: 7 / 61.3
a2111oi_0: 7 / 61.3
nand2_1: 17 / 63.8
buf_6: 5 / 56.3
nor2b_1: 10 / 62.6
nand4b_2: 2 / 30.0
o21ai_0: 8 / 40.0
dfrtp_1: 72 / 1800
nor2_1: 24 / 90.1
a21oi_1: 8 / 40.0
mux2_2: 62 / 698
buf_2: 9 / 45.0
-- worst paths after layout --
check	endpoint	slack, ns	cells after the start
max	d_out[5]	0.05	6
min	mem[1][0]	0.49	1
max reg2reg	d_out[1]	0.44	3
min reg2reg	mem[1][0]	0.49	1
max in group asynchronous	mem[4][0]	0.93	3
min in group asynchronous	mem[6][7]	0.53	3
-- through the flow --
stage | instances | setup TNS (ns) | util
6_report | 463 | 0 | 0.398
5_1_grt | 463 | -0.0259 | 0.398
4_1_cts | 461 | 0 | 0.392
3_5_place_dp | 443 | -19.10 | 0.358
3_3_place_gp | 443 | -19.17 | 0.358
2_1_floorplan | 273 | 0 | -
-- power by group through the flow --
stage,clock network (mW),logic (mW),registers (mW)
CTS,2.05,0.941,2.29
finish,2.01,0.962,2.29
global route,2.12,1.06,2.34
-- sequential cells by signal, indices dropped and copies added, names as in the netlist --
name / flops
d_out: 8
mem: 64
-- kinds of logic after synthesis --
group	Yosys count	share of synthesized area
multiplexers	72	0.235
flip-flops	72	0.530
AND/OR/NAND/NOR	62	0.101
AND-OR/OR-AND	41	0.0901
buffers and inverters	26	0.0441
-- what timing repair did --
item | CTS | global route
resized | 6 | 16
pin swaps | 0 | 2
endpoints found under the hold margin | 28 | 0
setup endpoints to repair | 6 | 30
setup buffers | 0 | 1
hold buffers | 2 | 0
gates cloned | 0 | 1
Power figures rest on the tool's default switching activity, not on a simulated workload.
