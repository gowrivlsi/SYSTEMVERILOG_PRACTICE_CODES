==> /design/flow/design.v <==
interface dram_intf(input clk,rst);
    logic [7:0]d_in,d_out;
    logic wren,refresh;
    logic [2:0] addr;
        modport tb(input clk,rst,d_out, input addr,d_in,wren,refresh);
endinterface
interface sram_intf(input clk,rst);
    logic [7:0] d_in;
    logic [2:0] addr;
    logic [7:0] d_out;
    logic wren,rden;
    modport dut(input clk,rst,addr,d_in,wren,rden, output d_out);
    modport tb(input d_out, output clk,rst,addr,d_in,wren,rden);
endinterface
module dram_dut(
                    input clk,rst,wren,refresh,
                    input [7:0] d_in,
                    input [2:0] addr,
                    output reg [7:0] d_out
                );
    reg [7:0] mem[7:0];
    always@(posedge clk or negedge rst)
        begin
            if(!rst)
                begin
                    d_out<=0;
                    for(int i=0; i<8; i++)
                        mem[i]<=0;
                end
            else begin
                    if(refresh)begin
                                for(int i=0; i<8; i++)
                                        mem[i]<=mem[i];
                                end
                        else if(wren) begin
                               mem[addr]<=d_in;
                            end
                        else if(!wren) begin
                                d_out<=mem[addr];
                            end
                 end
        end
endmodule
==> /design/flow/run.sh <==
#!/bin/bash
# OpenROAD 26Q1-2900-gdf79404cd8, Yosys 0.63+post, stock flow scripts
make -C /OpenROAD-flow-scripts/flow DESIGN_CONFIG=/design/flow/config.mk WORK_HOME=/design/flow/orfs finish
==> /design/flow/config.mk <==
export PLATFORM = sky130hd
export DESIGN_NAME = dram_dut
export DESIGN_NICKNAME = dram_dut
export VERILOG_FILES = /design/flow/design.v
export SDC_FILE = /design/flow/constraint.sdc
export NUM_CORES = 4
export LEC_CHECK = 1
export CORE_UTILIZATION = 50
==> /design/flow/constraint.sdc <==
current_design dram_dut

set clk_period 2.2
set clk_io_pct 0.2

create_clock -name clk0 -period $clk_period [get_ports {clk}]

set non_clock_inputs [all_inputs -no_clocks]
set_input_delay [expr $clk_period * $clk_io_pct] -clock clk0 $non_clock_inputs
set_output_delay [expr $clk_period * $clk_io_pct] -clock clk0 [all_outputs]
==> job_summary.md <==
### Yosys + OpenROAD results

| Metric | Value |
|---|---|
| Outcome | finished clean |
| Buffers inserted by post-CTS timing repair | 0 |
| Proportion of synthesized chip area in sequential cells | between 50% and 60% |
| Setup Crit Path Kind | primary input to flip-flop |
| Total track usage | 21.1% |
| Total power | about 0.0034 W |
| Top Layout Cells | 72 x sky130_fd_sc_hd__dfrtp_1, 55 x sky130_fd_sc_hd__mux2_2, 21 x sky130_fd_sc_hd__clkdlybuf4s50_1, 15 x sky130_fd_sc_hd__mux2i_1, 14 x sky130_fd_sc_hd__buf_4 |
| Quantity of gates resized following cts | 0 |
| Total of hold buffers inserted after clock tree synthesis | 0 |
| Setup repair after global routing missed its margin | false |
| Chip Footprint | about 0.0071 mm^2 |
| Area of all placed cells without fillers | roughly 0.0040 mm^2 |
| Area growth from synthesis to final layout | 16.8% |
| Via count of the first global-routing pass | approximately 2000 |
| Total via count in the routed design | between 1500 and 2000 |
| Number of antenna repair diodes | 0 |
| Standard cell core area | roughly 0.0065 mm^2 |
| Chip area line of the yosys report | 0.00339 mm^2 |
| Data arrival, critical path | approximately 2100 ps |
| Number of cells in Yosys stat | about 240 |
| Cell count after synthesis | ~240 |
| Actual slew at the worst max-slew pin | approximately 580 ps |
| First-pass detailed-route iteration total | 21 |
| R2R depth | 4 |
| Post-detailed-placement cell area | about 0.0038 mm^2 |
| Synth flops | just over 70 |
| Final routed wire length divided by cell count | approximately 18 um |
| GR Overflow Total | 0 |
| Most area-hungry cell type in the Yosys netlist | sky130_fd_sc_hd__dfrtp_1 |
| Final Cycle Share | between 80% and 90% |
| Syn Area/Cell | roughly 14 um^2 |
| Top_reg_cell synth | sky130_fd_sc_hd__dfrtp_1 |
| Cell area leaders | sky130_fd_sc_hd__dfrtp_1 53%, sky130_fd_sc_hd__mux2_2 18%, sky130_fd_sc_hd__mux2i_1 4.4% |
| Total detailed-routing wirelength | 6.61 mm |
| First-pass GRT wire length | approximately 11 mm |
| Routed Antenna Nets | 0 |
| H-tree depth | 3 |
| Critical-path cell with the highest stage delay | sky130_fd_sc_hd__clkdlybuf4s50_1 |
| Clock-pin slew on the worst setup and hold paths | 70 ps |
| Total tool warning count | 25 |
| Number of remaining DRC errors | 0 |
| Total power divided by cell area | approximately 870 mW/mm^2 |
| Peak ir drop on the vdd network | about 0.6 mV |
| Number of design-rule violations left by the first detailed-router iteration | between 60 and 70 |
| Remaining max-slew budget at the tightest pin | between 60 and 70% |
| Leakage power figure | between 1.5 and 2 nW |
| Start of the worst register-to-register path | mem[2][6] |
| TritonCTS clock tree | yes |
| Fraction of the core area occupied by cells at floorplan | between 50% and 60% |
| Highest Clock Rate | 523 MHz |
| Input/output buffers | 22 |
| Clock latency on the worst-skew pair | approximately 340 ps |
| Critical path capture point type | flip-flop |
| Worst min-delay path category | primary input to async pin |
| Worst-case register-to-register setup slack | between 800 and 900 ps |
| CP cell instances | clkdlybuf4s50_1 -> buf_4 -> mux2i_1 -> o2bb2ai_1 -> a221oi_1 -> a21oi_1 |
| Share of Yosys cell area claimed by the top area cell type | 53.2% |
| Yosys warning total | 2 |
| Cell variety after synth | 33 |
| Clock net sink count | just over 70 |
| Most frequently placed logic cell in the final layout | sky130_fd_sc_hd__dfrtp_1 |
| Asr flop ratio synth | 100% |
| Reg2Reg Capture Point | d_out[6] |
| Count of library flops with an enable pin | 0 |
| DR vias/cell | around 5.6 |
| Post-Route Setup TNS | 0 ps |
| Number of max-cap violations | 0 |
| Final hold vios | 0 |
| Sum of net half-perimeters after detailed placement | roughly 4.6 mm |
| Maximum fanout encountered on the critical timing path | 12 |
| Routability congestion estimate | just under 0.8 |
| DIE WIDTH | about 84 um |
| Worst-case clock buffer depth | 2 |
| Final-report max-slew violation count | 0 |
| Critical Path RT | 2410 ps |
| Clk_skew | between 5 and 6 ps |
| Pin count of the biggest net entering global routing | 73 |
| Number of top-level pins | 23 |
| Row count | 29 |
| Minimum period implied by the final worst setup slack | between 1500 and 2000 ps |
| Crit start category | primary input |
| Area of the mapped netlist | around 0.0034 mm^2 |
| # setup viols final | 0 |
| Share of post-route cells with drive strength above 1 | between 30 and 40% |
| Antenna violations before repair | 0 |
| Master cell of the clock root buffer | sky130_fd_sc_hd__clkbuf_8 |
| Height of the die | between 80 and 90 um |
| CP peak stage delay | about 500 ps |
| CTS Buf Count | 9 |
[power breakdown]
part	internal [W]	switching (W)
logic	0.000428	0.000269
clock network	0.000508	0.000461
registers	0.00162	0.000147
total	0.00256	0.000877
[worst max-delay path by stage]
stage / start / end / slack (ps) / cells after the start
after CTS: addr[0] / d_out[4] / 320 / 6
after global routing: addr[0] / d_out[4] / 190 / 6
final: addr[0] / d_out[4] / 290 / 6
[sequential cells by signal, indices dropped and copies added (netlist names)]
| signal | flops |
|---|---|
| mem | 64 |
| d_out | 8 |
[kinds of logic (layout without fill, tap and decap cells)]
group	Yosys count	count (layout)	share of synthesized area, %
AOI/OAI and AO/OA	40	40	9.12
buffers and inverters	15	58	3.65
DFF	72	72	53.2
and+or+nand+nor	34	34	7.49
muxes	79	79	26.6
[cells in the mapped netlist, types with 2 or more instances]
cell type	n
sky130_fd_sc_hd__dfrtp_1	72
sky130_fd_sc_hd__mux2_2	55
sky130_fd_sc_hd__mux2i_1	15
sky130_fd_sc_hd__nor2_1	10
sky130_fd_sc_hd__mux2_4	8
sky130_fd_sc_hd__o22ai_1	8
sky130_fd_sc_hd__a21oi_1	7
sky130_fd_sc_hd__a22o_1	7
sky130_fd_sc_hd__buf_6	7
sky130_fd_sc_hd__nand2b_1	7
sky130_fd_sc_hd__o2bb2ai_1	7
sky130_fd_sc_hd__a221oi_1	6
sky130_fd_sc_hd__nand3_1	3
sky130_fd_sc_hd__nor3_4	3
sky130_fd_sc_hd__a221oi_2	2
sky130_fd_sc_hd__buf_2	2
sky130_fd_sc_hd__buf_4	2
sky130_fd_sc_hd__inv_4	2
sky130_fd_sc_hd__nand2_2	2
sky130_fd_sc_hd__nor2b_1	2
[critical path, delay by kind of cell]
kind | cells | cell delay [ps]
muxes | 1 | 280
AOI/OAI and AO/OA | 3 | 630
buffers and inverters | 2 | 770
[layout make-up]
class | instances | area [um^2]
fill | 509 | 2500
clock inverter | 4 | 47.5
sequential | 72 | 1800
tap | 77 | 96.3
inverter | 4 | 20.0
multi-input combinational | 153 | 1460
clock buffer | 10 | 128
timing repair buffer | 40 | 400
[stage by stage]
| stage | hold slack (ps) | util [%] | worst slack, ps | cells |
|---|---|---|---|---|
| final | 104 | 61.3 | 290 | 360 |
| after global routing | 146 | 61.3 | 188 | 360 |
| after CTS | 131 | 61.3 | 319 | 360 |
| after detailed placement | 485 | 58.6 | -42.7 | 346 |
| after global placement | 484 | 58.6 | -89.5 | 346 |
| after floorplan | 144 | - | 705 | 240 |
[metal layers]
layer	vias to the layer above	global-route usage [%]	wire (um)
met5	-	0	0
met4	0	2.62	81
met3	8	3.98	218
met2	28	28.2	2780
met1	985	39.2	3530
li1	977	-	-
Power and IR drop assume default switching activity.
